**flow/run.sh**
```bash
#!/bin/bash
# OpenROAD 26Q1-2900-gdf79404cd8, Yosys 0.63+post, stock flow scripts
make -C /OpenROAD-flow-scripts/flow DESIGN_CONFIG=/design/flow/config.mk WORK_HOME=/design/flow/orfs finish
```
**flow/config.mk**
```make
export PLATFORM = sky130hd
export DESIGN_NAME = Timer
export DESIGN_NICKNAME = Timer
export VERILOG_FILES = /design/flow/design.v
export SDC_FILE = /design/flow/constraint.sdc
export NUM_CORES = 4
export LEC_CHECK = 1
export CORE_UTILIZATION = 40
```
**flow/constraint.sdc**
```tcl
current_design Timer

set clk_period 24.2
set clk_io_pct 0.2

create_clock -name clk0 -period $clk_period [get_ports {clk}]

set non_clock_inputs [all_inputs -no_clocks]
set_input_delay [expr $clk_period * $clk_io_pct] -clock clk0 $non_clock_inputs
set_output_delay [expr $clk_period * $clk_io_pct] -clock clk0 [all_outputs]
```
**flow/design.v**
```verilog
`timescale 1ns / 1ps
module Timer(
    input clk,
    input reset,
    input [31:0] Addr,
    input WE,
    input [31:0] Din,
    output [31:0] Dout,
    output IRQ
    );
	reg [1:0] state;
	reg [31:0] mem [2:0];
	reg _IRQ;
	assign IRQ = mem[0][3] & _IRQ;
	assign Dout = mem[Addr[3:2]];
	wire [31:0] load = Addr[3:2] == 2'b0 ? {28'h0, Din[3:0]} : Din;
	localparam PERIOD = 32'd25000000;  
	reg [31:0] counter;
    always @(posedge clk) begin
        if (reset) 
            counter <= 0;
        else begin
            if (counter + 1 == PERIOD || state == 2'b00)
                counter <= 0;
            else
                counter <= counter + 1;
        end
    end
	integer i;
	always @(posedge clk) begin
		if(reset) begin
			state <= 0; 
			for(i = 0; i < 3; i = i+1) mem[i] <= 0;
			_IRQ <= 0;
		end
		else if(WE) begin
			mem[Addr[3:2]] <= load;
		end
		if (reset != 1) begin
			case(state)
				2'b00 : if(mem[0][0]) begin
					state <= 2'b01;
					_IRQ <= 1'b0;
				end
				2'b01 : begin
					if(mem[0][2:1] == 2'b00 || mem[0][2:1] == 2'b01) begin
							mem[2] <= mem[1];
					end
					else if(mem[0][2:1] == 2'b10) begin
							mem[2] <= 0;
					end
					state <= 2'b10;
				end
				2'b10  : 
					if(WE == 1 & Din != mem[1] & Addr[3:2] == 1) begin
							state <= 2'b00;
					end
					else if(mem[0][0]) begin
						if(mem[2] > 1 && counter + 1 == PERIOD && (mem[0][2:1] == 2'b00 || mem[0][2:1] == 2'b01)) begin 
								mem[2] <= mem[2]-1;
						end
						else if(mem[2] < mem[1] -1 && counter + 1 == PERIOD && mem[0][2:1] == 2'b10) begin
								mem[2] <= mem[2] + 1;
						end
						else if (mem[2] == 1 && counter + 1 == PERIOD && (mem[0][2:1] == 2'b00 || mem[0][2:1] == 2'b01)) begin
							mem[2] <= 0;
							state <= 2'b11;
							_IRQ <= 1'b1;
						end
						else if (mem[2] == mem[1] - 1 && counter + 1 == PERIOD && mem[0][2:1] == 2'b10) begin
							mem[2] <= mem[1];
							state <= 2'b11;
							_IRQ <= 1'b1;
						end
						else if(mem[1] == 0 && mem[0][2:1] == 2'b10) begin
							mem[2] <= 0;
							state <= 2'b11;
							_IRQ <= 1'b1;
						end
					end
					else state <= 2'b00;
				default : begin
					if(counter + 1 == PERIOD) begin
						if(mem[0][2:1] == 2'b00 || mem[0][2:1] == 2'b10) mem[0][0] <= 1'b0;
						else _IRQ <= 1'b0;
						state <= 2'b00;
					end
				end
			endcase
		end
	end
endmodule
```
==> impl_metrics.ini <==
; physical design summary
[synthesis]
number_of_cells_in_the_yosys_synthesis_report = 1206
yosys.area.top_type = sky130_fd_sc_hd__edfxtp_1
synthCells = 1206
ys_dominant_reg_cell = sky130_fd_sc_hd__edfxtp_1
synthesis.area_um2 = 11800
postSynthAreaPerCell_um2 = 9.79
most_common_cell = sky130_fd_sc_hd__edfxtp_1
yosys.stat.seqShare = 0.388
synth-seq-cells = 165
synth-async-reset-ratio = 0
yosys_area_um2 = 11800
topCellsByArea = sky130_fd_sc_hd__edfxtp_1 (33%), sky130_fd_sc_hd__dfxtp_1 (6.3%), sky130_fd_sc_hd__mux4_2 (6.1%)
ys_types = 75
top_area_frac = 0.325
synthTopCellsByCount = sky130_fd_sc_hd__edfxtp_1 (128), sky130_fd_sc_hd__nor2_1 (107), sky130_fd_sc_hd__nand2_1 (91)
synth.yosys.warnings = 1
post_synth_tally_of_flip_flops_with_integrated_enable = 128

[clock_network]
worst_skew_pair.late_latency_ns = 0.43
cts_max_level = 4
cts_tree = done
holdBufCountCts = 0
clock_sink_count = 165
cts-buffers-inserted = 17
max-clock-path-buffers = 2
clk_pin_slew_worst_setup_hold_paths_ns = 0.06
post_cts_resize_count = 0
cts_root_buffer = sky130_fd_sc_hd__clkbuf_16
cts_post_setup_buffers_inserted = 0

[timing]
setup_tns_ns = 0
post-route-period-util = 0.470
whs_ns = 0.474
setup_viol = 0
max_slew_margin = 0.398
final_max_slew_violation_count = 0
report.final.hold_viol_count = 0
fmax_mhz = 88.0
timing_worst_slew_pin_value_ns = 0.895
layout_setup_ws_ns = 12.83
finalCriticalPeriod_ns = 11.37
finalClockSkew_ns = 0.0112
rsz0062_at_grt = false

[drt]
antennaDiodeCount = 0
wl_per_cell_um = 21.0
detail_route.first_pass.iterations = 6
postRouteAntennaNets = 0
routed_wl_um = 34500
drt-initial-drc-count = 654
drcViolationCount = 0
route.detailed.vias_per_inst = 5.92
num_vias = 9730

[worst_setup_path]
timing.reg2reg.worst_path_depth = 20
cp.required_ns = 19.36
critical_path_arrival_ns = 6.53
timing.setup.critical_path_class = input pin to output pin
cp-end-kind = output pin
crit_path_max_fanout = 35
start_kind = input pin

[place]
place.port_buffers = 69
place.gp.congestion = 0.984
numPlacedInstances = 1611
dpl-instance-area_um2 = 12800
post-dp-hpwl_um = 24400
preCtsSetupSlack_ns = 12.76

[global_routing]
global_route.overflow_total = 0
antenna_found_initial = 1
first_pass_grt_wire_length_um = 54100
grt_start_max_net_pins = 46
global_route_usage_over_all_layers = 0.243
first_global_vias = 9404

[die]
boundaryPins = 100
placement_rows = 62
die_width_um = 174
design.die.area_um2 = 30200
core_area_um2 = 28900
floorplan.core_util = 0.409
chipHeight_um = 174

[min_path]
min_delay_path_depth = 1
hold_path.class = flop to flop

[run]
maxCapViolations = 0
openroad.warnings = 59

[power]
static-leakage-power_nw = 4.57
vdd.ir_drop.worst_uv = 40.3
power_per_cell_area_nw_per_um2 = 54.2

[finish]
final_instance_area_um2 = 13400
final_layout_size_suffix_gt1_frac = 0.0913
finish.cell_count_without_fillers = 1643
fillers = 2692
synthToLayoutAreaGrowth_pct = 13.5

[outcome]
status = complete, no violations
critical path: stages:
cell and delay, ns:
sky130_fd_sc_hd__buf_2 0.07, sky130_fd_sc_hd__buf_4 0.56, sky130_fd_sc_hd__mux4_2 0.61, sky130_fd_sc_hd__clkdlybuf4s50_1 0.43
layer usage:
metal / share of wire / up-vias / routed length [um] / GRT usage
li1: - / 4603 / - / -
met5: 0 / - / 0 / 0
met3: 0.075 / 47 / 2580 / 0.0595
met4: 0.026 / 0 / 881 / 0.0519
met1: 0.43 / 4690 / 15000 / 0.356
met2: 0.47 / 390 / 16100 / 0.380
final timing paths:
path / slack (ns) / endpoint / startpoint
worst max register to register: 17.42 / mem[2][28]$_DFFE_PP_ / mem[1][3]$_SDFFCE_PN0P_
worst min-delay path: 0.47 / state[0]$_DFF_P_ / state[3]$_DFF_P_
worst max-delay path: 12.83 / Dout[29] / Addr[2]
worst min register to register: 0.47 / state[0]$_DFF_P_ / state[3]$_DFF_P_
metrics by stage:
| stage | power [mW] | util |
|---|---|---|
| after detailed placement | 0.458 | 0.444 |
| after global placement | 0.457 | 0.444 |
| after CTS | 0.732 | 0.464 |
| final | 0.727 | 0.464 |
| after global routing | 0.756 | 0.464 |
| after floorplan | 0.410 | - |
layout by cell type, fill, tap and decap left out, drive strengths merged, types with 23 or more instances in the layout:
cell / count
a211oi: 42
a221o: 30
and3: 51
buf: 23
clkdlybuf4s50: 67
conb: 28
dfxtp: 37
edfxtp: 128
ha: 39
inv: 29
mux4: 32
nand2: 92
nand3: 46
nand4: 30
nor2: 107
nor2b: 36
nor3: 40
nor4: 36
or3: 26
xnor2: 57
xor2: 68
final cells by class:
cell class	count	area [um2]	share of cell area
clock buffers	22	495	0.0370
well taps	384	480	0.0359
multi-input cells	948	6820	0.509
repair buffers	90	838	0.0626
inverters	24	90.1	0.00672
flip-flops and latches	165	4580	0.342
clock inverters	10	90.1	0.00672
flip-flops by register name (all words and copies together), names as in the netlist:
| register | flops |
|---|---|
| state | 4 |
| counter | 32 |
| mem | 128 |
| _IRQ | 1 |
cells by family after synthesis:
family	after synthesis	share of synthesized area
other	1	0.000318
muxes	42	0.0696
AOI/OAI and AO/OA	185	0.122
DFF	165	0.388
and+or+nand+nor	529	0.242
adders and majority gates	39	0.0413
xor gates and xnor gates	125	0.0927
buffers and inverters	120	0.0445
where the power goes:
| part | leakage (nW) | switching (mW) | internal (mW) |
|---|---|---|---|
| registers | 1.54 | 0.0231 | 0.323 |
| logic | 2.73 | 0.0531 | 0.0534 |
| clock network | 0.297 | 0.117 | 0.157 |
| total | 4.57 | 0.194 | 0.533 |
Power figures rest on the tool's default switching activity, not on a simulated workload.
