--- /design/flow/design.v ---
`timescale 1ns / 1ps
module M_CP0(
    input clk,
    input reset,
    input en,
    input [4:0] CP0Add,
    input [31:0] CP0In,
    output [31:0] CP0Out,
    input [31:0] VPC,
    input BDIn,
    input [4:0] ExcCodeIn,
    input [5:0] HWInt,
    input EXLClr,
    output [31:0] EPCOut,
    output Req,
	 output isPI
    );
	reg[31:0] CP0register[31:0];
	assign CP0Out = CP0register[CP0Add];
	assign isPI = (CP0register[12][1] == 0 && CP0register[12][28] == 0) ? 0 : 1;
	integer i;
	wire [5:0] IM;
	wire EXL, IE, IntReq, ExcReq;
	assign IM = CP0register[12][15:10];
	assign EXL = CP0register[12][1];
	assign IE = CP0register[12][0];
	assign EPCOut = CP0register[14];
	assign IntReq = (|(HWInt & IM)) & ~EXL & IE;
	assign ExcReq = (ExcCodeIn != 0) & ~EXL;
	assign Req = IntReq | ExcReq;
	initial begin
			for(i = 0; i < 32; i = i + 1) begin
					if(i == 12) begin
							CP0register[12] <= 32'h10000000;
					end
					else begin
							CP0register[i] <= 0;
					end
			end
	end
	always@(posedge clk) begin
			if(reset == 1) begin
					for(i = 0; i < 32; i = i + 1) begin
							if(i == 12) begin
									CP0register[12] <= 32'h10000000;
							end
							else begin
									CP0register[i] <= 0;
							end
					end
			end
			else begin
					CP0register[13][15:10] <= HWInt;   
					if(EXLClr == 1) begin     
							CP0register[12][1] <= 0;
					end
					if(IntReq == 1) begin   
							if(BDIn == 1) begin
									CP0register[14] <= VPC - 4;
							end
							else if(BDIn == 0) begin
									CP0register[14] <= VPC;
							end
							CP0register[12][1] <= 1;
							CP0register[13][6:2] <= 0;    
							CP0register[13][31] <= BDIn;  
					end
					else if(ExcReq == 1) begin
							if(BDIn == 1) begin
									CP0register[14] <= VPC - 4;
							end
							else if(BDIn == 0) begin
									CP0register[14] <= VPC;
							end
							CP0register[12][1] <= 1;
							CP0register[13][6:2] <= ExcCodeIn;
							CP0register[13][31] <= BDIn;
					end
					else if(en == 1) begin
							CP0register[CP0Add] <= CP0In;
					end
			end
	end
endmodule
--- /design/flow/run.sh ---
#!/bin/bash
# OpenROAD 26Q1-2900-gdf79404cd8, Yosys 0.63+post, stock flow scripts
make -C /OpenROAD-flow-scripts/flow DESIGN_CONFIG=/design/flow/config.mk WORK_HOME=/design/flow/orfs finish
--- /design/flow/config.mk ---
export PLATFORM = sky130hd
export DESIGN_NAME = M_CP0
export DESIGN_NICKNAME = M_CP0
export VERILOG_FILES = /design/flow/design.v
export SDC_FILE = /design/flow/constraint.sdc
export NUM_CORES = 4
export LEC_CHECK = 1
export CORE_UTILIZATION = 40
--- /design/flow/constraint.sdc ---
current_design M_CP0

set clk_period 50.5
set clk_io_pct 0.2

create_clock -name clk0 -period $clk_period [get_ports {clk}]

set non_clock_inputs [all_inputs -no_clocks]
set_input_delay [expr $clk_period * $clk_io_pct] -clock clk0 $non_clock_inputs
set_output_delay [expr $clk_period * $clk_io_pct] -clock clk0 [all_outputs]
==> results.json <==
{
  "cp_data_arrival_time_ns": 13.75,
  "setup_viol_count_final": 0,
  "root_buffer": "sky130_fd_sc_hd__clkbuf_16",
  "grt_pass1_vias": 29100,
  "htree_levels": 3,
  "status": "finished, final reports clean",
  "met1_resource_use_gr": 0.309,
  "min_path_type": "reg2reg",
  "cts_max_path_bufs": 3,
  "post_synth_top_flop": "sky130_fd_sc_hd__edfxtp_1",
  "detailed_place.area_um2": 49900,
  "post-route-worst-setup-slack_ns": 26.65,
  "remaining_global_route_overflow": 0,
  "grt_util_met2": 0.401,
  "final_wirelength_mm": 144,
  "share_of_cells_above_drive_strength_1": 0.193,
  "cts_repair_resize_count": 0,
  "largest_register_ff_count": 1024,
  "ys_ff": 1024,
  "critical_path_required_ns": 40.40,
  "io_pins": 151,
  "yosys.area.top_type": "sky130_fd_sc_hd__edfxtp_1",
  "regToRegStartpoint": "CP0register[12][11]$_SDFFCE_PN0P_",
  "first_iter_violations": 1447,
  "final_cell_mix": "1018 x sky130_fd_sc_hd__edfxtp_1, 980 x sky130_fd_sc_hd__and2_1, 256 x sky130_fd_sc_hd__mux4_2",
  "startpoint_type_of_the_worst_setup_path": "primary input",
  "wl_per_cell_um": 30.8,
  "die-area_um2": 118000,
  "cts_sinks": 1024,
  "delay_of_the_slowest_cell_on_the_worst_path_ns": 0.70,
  "netlist-cell-type-count": 46,
  "lay_top_count": "sky130_fd_sc_hd__edfxtp_1",
  "nFillCells": 9407,
  "power.ir.vdd_worst_mv": 0.0304,
  "clock.fmax_mhz": 41.9,
  "final_cell_area_excluding_filler_cells_um2": 53200,
  "path_class": "in2out",
  "route.detailed.vias_per_inst": 5.69,
  "layout_top_registers": "CP0register x1024",
  "rows": 124,
  "area_delta_synth_final_pct": 13.9,
  "regToRegSetupSlack_ns": 46.08,
  "drt_pre_antenna_iters": 6,
  "min_period_ns": 23.85,
  "largest_net_degree_at_the_start_of_global_routing": 88,
  "max_cap_violations": 0,
  "dpl.cell_count": 4483,
  "non_filler_cells_in_the_finished_layout": 4675,
  "die_h_um": 344,
  "synth.top_cells.by_area": "sky130_fd_sc_hd__edfxtp_1 66%, sky130_fd_sc_hd__and2_1 13%, sky130_fd_sc_hd__mux4_2 12%",
  "worst_pin_slew_ns": 0.858,
  "synth_cells": 2991,
  "final_max_slew_viol_count": 0,
  "finalCritPeriodShare": 0.472,
  "critPathSlowestCell": "sky130_fd_sc_hd__buf_4",
  "cts_tree": "built",
  "min_path_cells": 3,
  "post-route-util": 0.462,
  "detailed_route_drc_error_count": 0,
  "worst_hold_slack_ns": 1.14,
  "design.core.area_um2": 115000,
  "synth_cell_area_um2": 46700,
  "endpoint_kind": "output port",
  "min-delay-start": "CP0register[12][1]$_DFFE_PP_",
  "core_util_floorplan": 0.406,
  "leakage_nw": 18.8,
  "ff2ff_path_depth": 9,
  "finClkSkew_ns": 0.0346,
  "met3_usage": 0.221,
  "cp_common_cell": "sky130_fd_sc_hd__buf_4",
  "first_pass_grt_wire_length_mm": 207,
  "synthDominantCellAreaShare": 0.655,
  "numPortBuffers": 150,
  "cts_setup_buffers": 0,
  "p_total_mw": 1.87,
  "die_w_um": 344,
  "summed_standard_cell_area_reported_by_yosys_um2": 46700,
  "grt_busiest_layer": "met2",
  "grt_antenna_before_repair": 8,
  "tool_warnings": 26,
  "hpwl_after_detailed_placement_mm": 83.6,
  "slew-limit-headroom": 0.426,
  "unrepaired_setup_endpoints_after_global_routing": "false",
  "cellPowerDensity_nw_per_um2": 35.1,
  "synth_stat.cells": 2991,
  "placement.setup.worst_slack_ns": 26.53,
  "rr_endpoint": "CP0register[8][22]$_SDFFCE_PN0P_",
  "via_count": 26600,
  "ys_async_sr_fraction": 0,
  "fin_setup_tns_ns": 0,
  "tritoncts.num_buffers": 102,
  "path_cells": "buf_8 -> buf_4 -> buf_4 -> mux4_2 -> a22oi_1 -> nand4_1 -> clkdlybuf4s50_1",
  "finalWeightedCongestion": 0.864,
  "ant_nets": 0,
  "syn_avg_cell_area_um2": 15.6,
  "ff_latch_area_um2": 30700,
  "crit_fanout": 60,
  "synth_sequential_area_ratio": 0.658,
  "yosysWarnings": 1,
  "synth-edff-count": 1018,
  "worstHoldEndpoint": "CP0register[13][6]$_DFFE_PP_",
  "gr-usage-all-layers": 0.272,
  "top_register": "CP0register",
  "cts.reportedPaths.clkPinSlew_ns": 0.06,
  "area_occupied_by_multi_input_gates_um2": 14800,
  "hold_buffers": 0,
  "clock_latency_ns": 0.69,
  "final_hold_viol_count": 0
}
-- metal layers --
metal	share of wire	routed length, um
met3	0.19	27100
met4	0.029	4170
met5	0.0020	294
met2	0.47	67500
met1	0.31	45100
-- Yosys cell counts, types with 2 or more instances --
cell                          n
sky130_fd_sc_hd__nand2b_1     8
sky130_fd_sc_hd__nor2_4       8
sky130_fd_sc_hd__xor2_1      15
sky130_fd_sc_hd__a21oi_1      3
sky130_fd_sc_hd__nor3_1      13
sky130_fd_sc_hd__nor4_1       5
sky130_fd_sc_hd__buf_4       21
sky130_fd_sc_hd__nor3b_1      3
sky130_fd_sc_hd__or3_1        6
sky130_fd_sc_hd__a22oi_1    131
sky130_fd_sc_hd__and3_1       2
sky130_fd_sc_hd__or3b_2       2
sky130_fd_sc_hd__nand4_1     35
sky130_fd_sc_hd__edfxtp_1  1018
sky130_fd_sc_hd__buf_6        4
sky130_fd_sc_hd__nor2_2       8
sky130_fd_sc_hd__mux4_2     256
sky130_fd_sc_hd__o21ai_0     33
sky130_fd_sc_hd__nor2_1      29
sky130_fd_sc_hd__buf_1       36
sky130_fd_sc_hd__nand2_1     44
sky130_fd_sc_hd__or4_1        5
sky130_fd_sc_hd__nand3_1      4
sky130_fd_sc_hd__a21o_1       2
sky130_fd_sc_hd__nand4b_1     4
sky130_fd_sc_hd__and2_1     981
sky130_fd_sc_hd__xnor2_1     13
sky130_fd_sc_hd__nand3b_1     2
sky130_fd_sc_hd__dfxtp_1      6
sky130_fd_sc_hd__a22o_1       9
sky130_fd_sc_hd__inv_1        3
sky130_fd_sc_hd__clkbuf_1   229
sky130_fd_sc_hd__o21ai_1      2
sky130_fd_sc_hd__or2_2       37
sky130_fd_sc_hd__buf_2        2
sky130_fd_sc_hd__or4b_1       2
-- power by group --
group / switching [mW] / internal (mW)
sequential: 0.0105 / 0.965
clock: 0.320 / 0.427
combinational: 0.0880 / 0.0572
total: 0.418 / 1.45
-- kinds of logic after synthesis --
logic type / Yosys count / synth area share
buf+inv: 295 / 0.0261
mux: 256 / 0.124
fa+ha+maj: 1 / 0.000268
flops: 1024 / 0.658
compound gates: 184 / 0.0281
simple gates: 1203 / 0.159
xor+xnor: 28 / 0.00526
-- worst max path at each step --
stage             start          to  slack, ns
CTS           CP0Add[0]  CP0Out[11]      26.55
global route  CP0Add[0]  CP0Out[10]      26.29
finish        CP0Add[0]  CP0Out[10]      26.65
-- final cells by class --
cell class	instances	share of cell area
clock inverter	68	0.0112
sequential	1024	0.577
clock buffer	122	0.0502
tap	1512	0.0356
antenna	2	0.0000941
timing repair buffer	272	0.0461
inverter	3	0.000212
multi-input combinational	1672	0.279
-- worst max-delay path: cells and delay by family --
kind / cells / cell delay, ns
buffers and inverters: 4 / 2.43
multiplexers: 1 / 0.58
AND-OR/OR-AND: 1 / 0.37
AND/OR/NAND/NOR: 1 / 0.16
Power and IR drop assume default switching activity.
